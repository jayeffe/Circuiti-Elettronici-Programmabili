File: /design/flow/design.v
module shift_reg(din,a,clk, reset ) ;  
input clk,din, reset ; 
output [7:0] a;
wire clk,din, reset ; 
reg [7:0] a;
always@(posedge clk)
begin
if ( reset )
a<=8'h00;
else
begin
a[6:0]<=a[7:1];
a[7]<=din;
end
end
endmodule
File: /design/flow/run.sh
#!/bin/bash
# OpenROAD 26Q1-2900-gdf79404cd8, Yosys 0.63+post, stock flow scripts
make -C /OpenROAD-flow-scripts/flow DESIGN_CONFIG=/design/flow/config.mk WORK_HOME=/design/flow/orfs finish
File: /design/flow/config.mk
export PLATFORM = sky130hd
export DESIGN_NAME = shift_reg
export DESIGN_NICKNAME = shift_reg
export VERILOG_FILES = /design/flow/design.v
export SDC_FILE = /design/flow/constraint.sdc
export NUM_CORES = 4
export LEC_CHECK = 1
export CORE_AREA = 10 10 70 70
export DIE_AREA = 0 0 80 80
File: /design/flow/constraint.sdc
current_design shift_reg

set clk_period 1.0
set clk_io_pct 0.2

create_clock -name clk0 -period $clk_period [get_ports {clk}]

set non_clock_inputs [all_inputs -no_clocks]
set_input_delay [expr $clk_period * $clk_io_pct] -clock clk0 $non_clock_inputs
set_output_delay [expr $clk_period * $clk_io_pct] -clock clk0 [all_outputs]
==> Changelog: implementation <==
### Metrics

- Run status: finished clean
- Bufs on Longest Clock Path: 2
- Count of mapped cells out of synthesis: 16
- Crit. End Element: primary output
- Area taken by flip-flops and latches: 169 um2
- Number of enable-type register cells in the synthesized netlist: 0
- Standard cell core area: 0.00342 mm2
- Flip-flop count of the largest register after layout: 8
- CP max-delay cell: sky130_fd_sc_hd__dfxtp_2
- Yosys synthesis chip area: 210 um2
- Number of nets with antenna violations after routing: 0
- Comb area: 50.0 um2
- Final total power: 608 uW
- Combined buffer and inverter count along the critical path: 1
- NetSw: 125 uW
- Vias per cell: 1.99
- Time the worst path needs with I/O delays and setup: 0.953 ns
- Cell total in the yosys stat output: 16
- Post-layout util: 12.0%
- Wirelength per Cell: 6.79 um
- Cell area after placement: 375 um2
- Cell Count Post-Placement: 73
- Hold Violations, Final: 0
- Flop pwr share: 54.2%
- Number of remaining DRC errors: 0
- TritonCTS clock tree: built
- Detailed-route wire length: 523 um
- Number of antenna violations at the first check in global routing: 0
- Worst voltage drop across the vdd grid: 0.357 mV
- Root Buffer Master: sky130_fd_sc_hd__clkbuf_4
- FILL cells: 391
- Highest fanout seen on the critical path: 2
- Die Outline Area: 0.00640 mm2
- Syn Area/Cell: 13.1 um2
- Final instance area: 409 um2
- Post-Route Skew: 0.00433 ns
- Share of final-layout standard cells stronger than drive strength 1: 41.9%
- Cell area leaders: sky130_fd_sc_hd__dfxtp_1, sky130_fd_sc_hd__nor2b_1
- Via count: 153
- Series of cell instances along the critical path: clkdlybuf4s15_1
- Overflow left after global routing: 0
- Number of placed I/O pins: 11
- Seq/Total Area, Yosys: 76.2%
- Ratio of final minimum period to clock period: 95.3%
- Total standard cell area after synthesis: 210 um2
- Share of total power consumed by net switching: 20.6%
- Die H: 80 um
- Min Hold Slack: 0.458 ns
- Worst Hold Class: register to register
- Count of placed standard cells in the final layout, fillers left out: 77
- Commonest cells in the synthesized netlist: sky130_fd_sc_hd__dfxtp_1, sky130_fd_sc_hd__nor2b_1
- Die span in x: 80 um
- Part of the power in combinational logic: 4.5%
- Dominant register cell: sky130_fd_sc_hd__dfxtp_1
- Post-Route Setup TNS: 0 ns
- Total leakage power: 0.155 nW
- Largest stage delay on the critical path: 0.32 ns
- Wire length of the first global-routing pass: 793 um
- Worst Max-Slew Pin Slew: 0.0910 ns
- Pins over their slew limit: 0
- Register bank with the most flops: a
- Number of OpenROAD warnings: 25
- Largest regs: a (8)
- Top cell type's share of synthesized area: 76.2%
- Source-to-sink clock delay at the later pin of the worst-skew pair: 0.25 ns
- Asr flop ratio synth: 0%
- Number of flip-flops and latches in the synthesized netlist: 8
- Clk pin slew, worst setup/hold paths: 0.06 ns
- Detailed Routing Iterations Pass 1: 3
- Maximum level of the CTS H-tree: 1
- Power density normalized to cell area: 1490 mW/mm2
- Tally of max-capacitance violations: 0
- Number of buffers inserted during clock tree synthesis: 3
- Final-report setup violation count: 0
- Fraction of power consumed by the clock network: 41.3%
- Worst Setup Slack post-DPL: 0.0108 ns
- Area added between synthesis and finish: 94.6%
- Initial core utilization: 6.15%
- Routability cong.: 0.719
- Number of global-route vias before repair: 148
- Synthesis Warnings: 1
- CP Class: register to primary output
- Endpoint arrival time on the critical path: 0.75 ns
- Cell Int Power: 483 uW
- Total track usage: 1.72%
- Required time of the critical path: 0.80 ns
- Clock sink count: 8
- Largest net degree at the start of global routing: 9
- Number of DRC markers after the initial detailed-route iteration: 3
- Inserted Diodes: 0
- Unrepaired setup endpoints after global routing: false
- Buffers added on ports: 10
- Final critical-path setup slack: 0.0473 ns
- Maximum clock frequency: 1050 MHz
- Cell accounting for the most synthesized area: sky130_fd_sc_hd__dfxtp_1
- Top Family by Delay on Critical Path: flip-flops
- Number of cell rows: 21
- Category of the worst setup path launch point: register
- Number of distinct library cell variants in the gate-level netlist after synthesis: 2
- Slew Limit Headroom: 93.9%
==> cell usage in the layout (no fill, tap or decap) <==
cell type,instances
sky130_fd_sc_hd__nor2b_1,8
sky130_fd_sc_hd__dfxtp_2,7
sky130_fd_sc_hd__clkdlybuf4s15_1,7
sky130_fd_sc_hd__clkbuf_4,3
sky130_fd_sc_hd__clkdlybuf4s50_1,2
sky130_fd_sc_hd__buf_4,2
sky130_fd_sc_hd__dfxtp_1,1
sky130_fd_sc_hd__clkbuf_2,1
==> per-layer routing <==
metal  global-route usage [%]  part of all wire [%]
met1                     2.29                    51
met2                     1.28                    19
met3                     2.61                    29
met4                    0.176                     0
met5                        0                     0
==> final timing paths <==
| check | start | end | slack, ns | cells after the start |
|---|---|---|---|---|
| worst max-delay path | a[4] | a[4] | 0.05 | 1 |
| worst min-delay path | a[4] | a[3] | 0.46 | 1 |
| worst max register to register | a[2] | a[1] | 0.35 | 2 |
| worst min register to register | a[4] | a[3] | 0.46 | 1 |
==> power by group through the flow <==
stage / registers [mW] / logic, mW / clock network [mW]
after CTS: 0.330 / 0.0284 / 0.252
after global routing: 0.330 / 0.0311 / 0.282
final: 0.330 / 0.0274 / 0.252
==> logic make-up after synthesis <==
family,Yosys count,synth area share [%]
flip-flops,8,76.2
AND/OR/NAND/NOR,8,23.8
==> cell type report <==
cell class	count	share of cell area [%]
multi-input combinational	8	12.2
timing repair buffer	12	26.9
tap	46	14.1
sequential	8	41.3
clock buffer	3	5.50
==> what timing repair did <==
| action | CTS | global route |
|---|---|---|
| resized | 20 | 4 |
| endpoints found under the setup margin | 8 | 4 |
| cloned | 0 | 0 |
| hold buffers | 0 | 0 |
| setup buffers | 1 | 0 |
| pin swaps | 0 | 0 |
Power and IR drop assume default switching activity.
